==> flow/design.v <==
module spi_receiver (input  logic clk, sclk,      
                     input  logic sdi,            
                     output logic header,         
                     output logic [4:0] hour,     
                     output logic [5:0] minute,   
                     output logic [5:0] second,   
                     output logic [3:0] month,    
                     output logic [4:0] day,      
                     output logic [4:0] year      
);
  logic [31:0] spizerocount = 0;
  logic lastZero = 1;
  logic [31:0] timeout = 0;          
  logic [4:0] cnt = 0;               
  logic reset;                       
  logic [31:0] q;
  always_ff @(posedge clk) 
    begin
    if (!sclk)                                
      begin
      if (lastZero)                           
        spizerocount <= spizerocount + 1;     
      else
        lastZero = 1; 
      end
    else 
      begin
      lastZero <= 0;
      spizerocount <= 0;
      end
    end
  assign reset = spizerocount > 8000;   
  always_ff @(negedge sclk, posedge reset) 
    begin
    if (reset)
      cnt <= 0;
    else
      cnt <= cnt + 5'b1;
    end
  always_ff @(posedge sclk) 
    begin
      timeout <=  (cnt == 0) ? q : timeout;
      q       <=  {q[30:0], sdi};
    end
  assign header = timeout[31];
  assign year = timeout[30:26];
  assign month = timeout[25:22];
  assign day = timeout[21:17];
  assign hour = timeout[16:12];
  assign minute = timeout[11:6];
  assign second= timeout[5:0];
endmodule
==> flow/run.sh <==
#!/bin/bash
# OpenROAD 26Q1-2900-gdf79404cd8, Yosys 0.63+post, stock flow scripts
make -C /OpenROAD-flow-scripts/flow DESIGN_CONFIG=/design/flow/config.mk WORK_HOME=/design/flow/orfs finish
==> flow/config.mk <==
export PLATFORM = sky130hd
export DESIGN_NAME = spi_receiver
export DESIGN_NICKNAME = spi_receiver
export VERILOG_FILES = /design/flow/design.v
export SDC_FILE = /design/flow/constraint.sdc
export NUM_CORES = 4
export LEC_CHECK = 1
export CORE_UTILIZATION = 50
==> flow/constraint.sdc <==
current_design spi_receiver

set clk_period 2.4
set clk_io_pct 0.2

create_clock -name clk0 -period $clk_period [get_ports {clk}]
create_clock -name clk1 -period $clk_period [get_ports {sclk}]

set non_clock_inputs [all_inputs -no_clocks]
set_input_delay [expr $clk_period * $clk_io_pct] -clock clk0 $non_clock_inputs
set_output_delay [expr $clk_period * $clk_io_pct] -clock clk0 [all_outputs]
==> metrics.yaml <==
final_util: 0.6976
synth.area.top_cells: "dfxtp_1, edfxtp_1, dfrtn_1, a21oi_1, o31ai_1"
grt_start_max_net_pins: 33
syn-cell-area_mm2: 0.003445
dieHeight_um: 85
arrival_ns: 2.68
yosysUniqueCellTypes: 32
finalPower_mw: 4.781
routed_wl_um: 5725
postCtsSetupRepairBufs: 0
tns_ns: -4.418
drc: 0
ys.warnings.count: 1
hold_viol_final: 0
vdd_drop_max_mv: 0.7851
fp_util: 0.5303
cts_hold_buf: 0
ctsResizeCount: 0
ant_nets: 0
diodes: 0
crit_path_end_kind: "flop"
std_cell_rows: 29
skew_ns: 0.008113
firstDrtPassIters: 4
finalSetupViolCount: 32
powerDensity_mw_per_mm2: 1055
maxSlewViolCount: 0
synthArstFlopShare: 0.04902
edf_count: 32
tool_warnings: 63
slew_headroom: 0.7832
grt_pass1_vias: 2339
gp_congestion: 0.7918
dp.final_hpwl_um: 3242
ys_seq_elements: 102
vias: 2296
ys_cells: 268
yosysSeqAreaShare: 0.6931
hold_path.class: "clock port to flop"
synth_top_area_share: 0.3778
numPortBuffers: 33
cts_tree: "built"
synth_area_per_cell_um2: 12.85
stdcell_count: 416
drt_iter0_markers: 114
violations: "negative setup slack"
cp_max_fo: 32
yosysTopAreaCell: "dfxtp_1"
drive_gt1_frac: 0.1475
design.core.area_mm2: 0.006495
clk_pin_slew_ns: 0.07
whs_ns: 0.1859
crit_type: "flop to flop"
ff_type: "dfxtp_1"
status: "finished with violations"
wl_per_cell_um: 13.76
grt_first_pass_wirelength_um: 9749
design_area_mm2: 0.004531
dp_cells: 378
critPathLaunchType: "flop"
die_w_um: 85
dieArea_mm2: 0.007225
overflow: 0
viasPerCell: 5.519
pre_cts_slack_ns: -0.1508
finalWorstSetupSlack_ns: -0.1443
reg2reg_slack_ns: -0.14
placed_area_mm2: 0.003921
common_cells: "dfxtp_1, edfxtp_1, a21oi_1, nand4_1"
yosys.cell_count.top_type: "dfxtp_1"
synth_cells: 268
antenna_found_initial: 0
rsz0062_at_grt: "true"
syn_to_final_growth_pct: 31.53
max-cap-violations: 0
worst_pin_slew_ns: 0.3247
cellLeakagePower_nw: 1.932
cp.required_ns: 2.54
yosys-stat-area_mm2: 0.003445
grtUsageTotal: 0.1783
io_pins: 35
fillers: 446
## critical path, cell delays in order (launching register included)
cell and delay, ns:
dfrtn_1 0.35, inv_1 0.07, ha_1 0.14, nor4b_4 0.23, buf_12 0.24
## registers in the layout, summed over array words and instances (netlist names)
signal	flops
timeout	32
lastZero	1
q	32
spizerocount	32
cnt	5
## cells by family (layout without fill, tap and decap cells)
| logic type | Yosys count | count (layout) | share of synthesized area |
|---|---|---|---|
| and+or+nand+nor | 89 | 89 | 0.1616 |
| DFF | 102 | 102 | 0.6931 |
| adders and majority gates | 4 | 4 | 0.01453 |
| buffers and inverters | 16 | 87 | 0.02179 |
| muxes | 1 | 1 | 0.002906 |
| xor gates and xnor gates | 14 | 14 | 0.03560 |
| AOI/OAI and AO/OA | 42 | 42 | 0.07047 |
## report_power, final
group | internal (mW) | switching [mW]
sequential | 1.87 | 0.0115
combinational | 0.00139 | 0.000181
clock | 1.82 | 1.08
total | 3.69 | 1.09
## layout by cell type (no fill, tap or decap), drive strengths merged
cell type,Yosys,layout
inv,6,9
o21ai,8,8
dfrtn,5,5
edfxtp,32,32
o31ai,12,12
xor2,9,9
or4,12,12
ha,4,4
and4,6,6
o21a,1,1
xnor2,5,5
a21oi,21,21
nor4,6,6
and2,3,3
clkdlybuf4s50,0,33
nor2,11,11
buf,6,10
bufinv,0,4
nor4b,1,1
mux2i,1,1
or3,8,8
clkinv,0,3
nor3,1,1
dfxtp,65,65
clkbuf,4,28
nand2,12,12
nand3,10,10
nand4,16,16
and3,3,3
## area by class of cell
class,count,area (um^2),share of cell area
clock buffer,28,455.4,0.1005
clock inverter,11,157.7,0.03480
inverter,5,18.77,0.004142
multi-input combinational,150,997.2,0.2201
sequential,102,2387,0.5269
tap,77,96.34,0.02126
timing repair buffer,43,417.9,0.09224
## metal layers
metal,GRT usage,wire length [um],vias to the layer above
li1,-,-,1139
met1,0.2607,2735,1059
met2,0.2141,2383,71
met3,0.08885,341,27
met4,0.1279,265,0
met5,0,0,-
## path summary, 6_finish.rpt
path | start | end | cells past startpoint
max in group asynchronous | spizerocount[19]$_SDFFE_PP0P_ | cnt[4]$_DFF_NN0_ | 4
max | cnt[0]$_DFF_NN0_ | timeout[14]$_DFFE_PN_ | 4
min | sclk | spizerocount[18]$_SDFFE_PP0P_ | 4
max in group clk0 | spizerocount[0]$_SDFFE_PP0P_ | spizerocount[26]$_SDFFE_PP0P_ | 5
min in group asynchronous | spizerocount[7]$_SDFFE_PP0P_ | cnt[0]$_DFF_NN0_ | 2
max reg2reg | cnt[0]$_DFF_NN0_ | timeout[14]$_DFFE_PN_ | 4
min in group clk1 | q[8]$_DFF_P_ | q[9]$_DFF_P_ | 0
min reg2reg | q[8]$_DFF_P_ | q[9]$_DFF_P_ | 0
